**flow/run.sh**
```bash
#!/bin/bash
# OpenROAD 26Q1-2900-gdf79404cd8, Yosys 0.63+post, stock flow scripts
make -C /OpenROAD-flow-scripts/flow DESIGN_CONFIG=/design/flow/config.mk WORK_HOME=/design/flow/orfs finish
```
**flow/config.mk**
```make
export PLATFORM = sky130hd
export DESIGN_NAME = FullAdder32bit
export DESIGN_NICKNAME = FullAdder32bit
export VERILOG_FILES = /design/flow/design.v
export SDC_FILE = /design/flow/constraint.sdc
export NUM_CORES = 4
export LEC_CHECK = 1
export CORE_AREA = 10 10 97 97
export DIE_AREA = 0 0 107 107
```
**flow/constraint.sdc**
```tcl
current_design FullAdder32bit

set clk_period 31.2
set clk_io_pct 0.2

create_clock -name clk0 -period $clk_period

set non_clock_inputs [all_inputs -no_clocks]
set_input_delay [expr $clk_period * $clk_io_pct] -clock clk0 $non_clock_inputs
set_output_delay [expr $clk_period * $clk_io_pct] -clock clk0 [all_outputs]
```
**flow/design.v**
```verilog
module structuralFullAdder
(
    output sum,
    output carryout,
    input a,
    input b,
    input carryin
);
    wire xor0, and0, and1;
    xor xor0gate(xor0,a,b);
    and and0gate(and0,a,b);
    xor sumgate(sum,xor0,carryin);
    and and1gate(and1,xor0,carryin);
    or orgate(carryout,and0,and1);
endmodule
module FullAdder32bit
(
  output[31:0] sum,   
  output carryout,   
  output overflow,   
  output zeros,
  input[31:0] a,      
  input[31:0] b,       
  input carryin        
);
    wire[31:0] carryout0;      
    genvar i;
    generate
      structuralFullAdder _adder (sum[0], carryout0[0], a[0], b[0], carryin);
      for (i = 1; i < 32; i = i+1)
        begin:genblock
          structuralFullAdder _adder (sum[i],carryout0[i], a[i], b[i],carryout0[i-1]);
        end
    endgenerate
    assign carryout = carryout0[31];
    wire negand, posand, a3inv, b3inv, s3inv,one;
    not a3inv(a3inv, a[31]);
    not b3inv(b3inv, b[31]);
    not s3inv(s3inv, sum[31]);
    and posand(posand, a3inv, b3inv, carryout0[30]);
    and negand(negand, a[31], b[31], s3inv);
    or overflowgate(overflow, posand, negand);
    or zeroGate(one, sum[0],sum[1],sum[2],sum[3],sum[4],sum[5],sum[6],sum[7],sum[8],sum[9],sum[10],sum[11],sum[12],sum[13],sum[14],sum[15],sum[16],sum[17],sum[18],sum[19],sum[20],sum[21],sum[22],sum[23],sum[24],sum[25],sum[26],sum[27],sum[28],sum[29],sum[30],sum[31]);
    not one2zero(zeros,one);
endmodule
```
==> GITHUB_STEP_SUMMARY <==
### Flow metrics

| Metric | Value |
|---|---|
| Die H | `107 µm` |
| Fin crit share | `84.0%` |
| Vias | `852` |
| Final setup violation count | `0` |
| CORE AREA | `7290 µm²` |
| Worst Hold Class | `in -> out` |
| Seq/Total Area, Yosys | `0%` |
| Top-area cell share | `62.4%` |
| # clk buffers | `0` |
| CP peak stage delay | `0.45 ns` |
| Placed Area | `1910 µm²` |
| Std cell rows | `31` |
| Netlist cell types | `10` |
| Worst endpoint required time | `24.96 ns` |
| Via density | `3.33` |
| Yosys Instances | `89` |
| Top Metal Used | `met3` |
| Power Density | `21.3 nW/µm²` |
| Starting DRT DRC Count | `3` |
| Hold buffers post-CTS | `0` |
| Max stage delay cell, worst path | `fa_1` |
| Flop count | `0` |
| Routed wl met3 | `417 µm` |
| Layout Area Growth over Synthesis | `86.2%` |
| Startpoint types | `input pin` |
| Non-Filler Cell Area, Final | `1910 µm²` |
| CP endpoint kind | `output port` |
| Grt ovf | `0` |
| Number of global-route vias before repair | `1088` |
| CP endpoint | `overflow` |
| Max Slew Vio Count | `0` |
| TritonRoute pass-1 iters | `4` |
| Yosys-reported design area after synthesis | `1030 µm²` |
| # port buffers | `100` |
| YS warnings | `0` |
| Final GP Congestion | `0.821` |
| WL/cell | `14.4 µm` |
| Metal-1 WL | `1570 µm` |
| Drt drc | `0` |
| Worst IR drop on VDD | `0.00621 mV` |
| Syn_area_per_cell | `11.5 µm²` |
| RSZ-0062 raised after global routing | `no` |
| Dpl hpwl | `3660 µm` |
| Worst Path Max Fanout | `3` |
| FP Util | `14.1%` |
| Crit path arrival time | `19.95 ns` |
| Slew headroom | `75.0%` |
| Cell mode on critical path | `fa_1` |
| CP Launch Point | `a[0]` |
| Flop area | `0 µm²` |
| Postcts setup bufs | `0` |
| Antenna cells | `0` |
| Metal2 WL | `1700 µm` |
| Synth top cells by count | `32 x buf_4, 32 x fa_1, 10 x inv_1` |
| Initial antenna violation count | `0` |
| Routed Antenna Nets | `0` |
| Total Wirelength | `3680 µm` |
| Period minus WS final | `26.19 ns` |
| Syn Inst Count | `89` |
| Die area | `11400 µm²` |
| Final Hold Vio Count | `0` |
| Tool warnings | `34` |
| Largest area contributor in the netlist | `fa_1` |
| Synthesized cell area | `1030 µm²` |
| I/O pin count | `100` |
| Layout cell share with drive strength beyond 1 | `0.637%` |
| Crit path kind | `in -> out` |
| Fmax | `38.2 MHz` |
| Top post-synthesis cells by area | `fa_1 62%, buf_4 23%, nor4_1 4.3%, inv_1 3.7%, ha_1 2.4%` |
| Status | `finished clean` |
| CTS-repair resized insts | `0` |
| First-pass GRT wire length | `5810 µm` |
| Total track usage | `6.35%` |
| Pin count of the biggest net entering global routing | `4` |
| Die width | `107 µm` |
| Post-route setup TNS | `0 ns` |
| Max-cap violations | `0` |
| Least-Margin Pin Slew | `0.372 ns` |
| Static leakage | `0.702 nW` |
-- logic make-up after synthesis --
| logic type | count (synthesis) | synth area share (%) |
|---|---|---|
| buffers and inverters | 42 | 27.1 |
| AND-OR/OR-AND | 1 | 0.854 |
| AND/OR/NAND/NOR | 12 | 7.19 |
| adder cells (fa/ha/maj) | 34 | 64.9 |
-- critical path: cells and delay by family --
family | cells | cell delay (ns)
adder cells (fa/ha/maj) | 32 | 12.41
AND-OR/OR-AND | 1 | 0.26
buffers and inverters | 5 | 1.03
-- how the worst min path moves through the flow --
stage	slack [ns]	start	endpoint	depth (start not counted)
CTS	13.61	carryin	sum[0]	5
global route	13.66	b[27]	sum[27]	3
finish	13.59	carryin	sum[0]	5
-- layout make-up --
cell class / instances / area [µm²]
inverters: 10 / 37.5
well taps: 99 / 124
multi-input cells: 47 / 748
repair buffers: 100 / 1000
fillers: 779 / 5380
-- power by group --
part | total [W] | internal, W | switching, W
sequential | 0 | 0 | 0
combinational | 0.0000407 | 0.0000282 | 0.0000124
clock | 0 | 0 | 0
total | 0.0000407 | 0.0000282 | 0.0000124
-- metrics by stage --
step / hold slack, ns / util [%] / worst slack, ns / power, W / cells
floorplan: 12.69 / - / 6.37 / 0.0000208 / 89
global placement: 13.61 / 26.2 / 5.00 / 0.0000418 / 256
detailed placement: 13.60 / 26.2 / 4.93 / 0.0000419 / 256
CTS: 13.61 / 26.2 / 4.89 / 0.0000422 / 256
global route: 13.66 / 26.2 / 4.49 / 0.0000455 / 256
finish: 13.59 / 26.2 / 5.01 / 0.0000407 / 256
-- cell usage in the layout, fill, tap and decap left out --
| cell | count |
|---|---|
| nor4_1 | 7 |
| nand2_1 | 1 |
| inv_1 | 10 |
| clkdlybuf4s50_1 | 100 |
| nor2_1 | 1 |
| nand4_1 | 2 |
| a22o_1 | 1 |
| ha_1 | 2 |
| nor3_2 | 1 |
| fa_1 | 32 |
-- layer usage --
metal  up-vias  global-route usage, %
li1        391                      -
met1       398                   8.18
met2        63                   10.5
met3         0                   2.49
met4         0                      0
met5         -                      0
Power and IR drop assume default switching activity.
